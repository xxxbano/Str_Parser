<file path="/design/flow/run.sh">
#!/bin/bash
# OpenROAD 26Q1-2900-gdf79404cd8, Yosys 0.63+post, stock flow scripts
make -C /OpenROAD-flow-scripts/flow DESIGN_CONFIG=/design/flow/config.mk WORK_HOME=/design/flow/orfs finish
</file>
<file path="/design/flow/config.mk">
export PLATFORM = sky130hd
export DESIGN_NAME = parser_op
export DESIGN_NICKNAME = parser_op
export VERILOG_FILES = /design/flow/design.v
export SDC_FILE = /design/flow/constraint.sdc
export NUM_CORES = 4
export LEC_CHECK = 1
export CORE_UTILIZATION = 50
</file>
<file path="/design/flow/constraint.sdc">
current_design parser_op

set clk_period 731.1
set clk_io_pct 0.2

create_clock -name clk0 -period $clk_period [get_ports {clk}]

set non_clock_inputs [all_inputs -no_clocks]
set_input_delay [expr $clk_period * $clk_io_pct] -clock clk0 $non_clock_inputs
set_output_delay [expr $clk_period * $clk_io_pct] -clock clk0 [all_outputs]
</file>
<file path="/design/flow/design.v">
module fifo #(
	parameter DSIZE = 8,
	parameter MSIZE = 3
) (
	input wire rst,
	input wire clk,
	input wire wr,
	input wire rd,
	input wire [DSIZE-1:0] wdata,
	output wire [DSIZE-1:0] rdata,
	output reg [MSIZE:0] count,
	output wire full,
	output wire empty,
	output wire overflow,
	output wire underflow
);
	reg [DSIZE-1:0] m[0:(1<<MSIZE)-1];
	reg [MSIZE:0] wr_cnt;
	reg [MSIZE:0] rd_cnt;
	wire equal;
	assign equal = wr_cnt[MSIZE-1:0] == rd_cnt[MSIZE-1:0];
	assign empty = ~(wr_cnt[MSIZE]^rd_cnt[MSIZE]) & equal;
	assign full = (wr_cnt[MSIZE]^rd_cnt[MSIZE]) & equal;
	assign overflow = full & wr;
	assign underflow = empty & rd;
	assign count = wr_cnt - rd_cnt;
	always @(posedge clk) begin
		if(rst) begin
			wr_cnt <= 0;
			rd_cnt <= 0;
		end else begin
			if(wr&~overflow) wr_cnt <= wr_cnt + 1;
			if(rd&~underflow) rd_cnt <= rd_cnt + 1;
		end
	end
	always @(posedge clk) begin
		if(wr) m[wr_cnt[MSIZE-1:0]] <= wdata; 
	end
	assign rdata = m[rd_cnt[MSIZE-1:0]];
endmodule
module parser_op #(
	parameter MSIZE = 8,
	parameter SMARK = 8'h01
)(
  input wire clk,
  input wire rst,
  input wire avl_st_rx_valid,
  input wire [63:0] avl_st_rx_data,
  input wire avl_st_rx_sop,
  input wire avl_st_rx_eop,
  input wire [2:0] avl_st_rx_empty,
  output reg   out1_valid,
  output wire [ 31:0]  out1_tag,
  output wire [127:0]  out1_value,
  output reg   out2_valid,
  output reg [ 31:0]  out2_tag,
  output reg [127:0]  out2_value
);
wire [MSIZE:0] fifo_cnt;
reg [7:0] m[0:(1<<MSIZE)-1];
reg [MSIZE:0] wr_cnt;
reg [MSIZE:0] rd_cnt;
wire [63:0] fifo_wdata;
reg [63:0] eog_wdata;
wire fifo_wr;
wire fifo_rd;
wire equal;  
wire full;  
wire empty;  
reg [MSIZE:0] mask;
initial mask = {1'b0,{MSIZE{1'b1}}};
assign equal= wr_cnt[MSIZE-1:0] == rd_cnt[MSIZE-1:0]; 
assign fifo_cnt= wr_cnt - rd_cnt;
assign full = (wr_cnt[MSIZE]^rd_cnt[MSIZE]) & equal;
assign empty =~(wr_cnt[MSIZE]^rd_cnt[MSIZE]) & equal;
assign fifo_wr =avl_st_rx_valid &(~full);
always @(*) begin
  case(avl_st_rx_empty)
  3'b000: eog_wdata = avl_st_rx_data & 64'hffffffffffffffff;
  3'b001: eog_wdata = avl_st_rx_data & 64'h00ffffffffffffff;
  3'b010: eog_wdata = avl_st_rx_data & 64'h0000ffffffffffff;
  3'b011: eog_wdata = avl_st_rx_data & 64'h000000ffffffffff;
  3'b100: eog_wdata = avl_st_rx_data & 64'h00000000ffffffff;
  3'b101: eog_wdata = avl_st_rx_data & 64'h0000000000ffffff;
  3'b110: eog_wdata = avl_st_rx_data & 64'h000000000000ffff;
  3'b111: eog_wdata = avl_st_rx_data & 64'h00000000000000ff;
  endcase
end
always @(*) begin
  case(avl_st_rx_empty)
  3'b000: eog_wdata = avl_st_rx_data & 64'hffffffffffffffff;
  3'b001: eog_wdata = avl_st_rx_data & 64'h00ffffffffffffff;
  3'b010: eog_wdata = avl_st_rx_data & 64'h0000ffffffffffff;
  3'b011: eog_wdata = avl_st_rx_data & 64'h000000ffffffffff;
  3'b100: eog_wdata = avl_st_rx_data & 64'h00000000ffffffff;
  3'b101: eog_wdata = avl_st_rx_data & 64'h0000000000ffffff;
  3'b110: eog_wdata = avl_st_rx_data & 64'h000000000000ffff;
  3'b111: eog_wdata = avl_st_rx_data & 64'h00000000000000ff;
  endcase
end
assign fifo_wdata = (avl_st_rx_eop)? eog_wdata:avl_st_rx_data;
wire [63:0] cur_data;
wire [3:0] pos;
wire mem_zero;
assign cur_data[ 7:0 ]=m[rd_cnt[MSIZE-1:0]+0&mask];
assign cur_data[15:8 ]=m[rd_cnt[MSIZE-1:0]+1&mask];
assign cur_data[23:16]=m[rd_cnt[MSIZE-1:0]+2&mask];
assign cur_data[31:24]=m[rd_cnt[MSIZE-1:0]+3&mask];
assign cur_data[39:32]=m[rd_cnt[MSIZE-1:0]+4&mask];
assign cur_data[47:40]=m[rd_cnt[MSIZE-1:0]+5&mask];
assign cur_data[55:48]=m[rd_cnt[MSIZE-1:0]+6&mask];
assign cur_data[63:56]=m[rd_cnt[MSIZE-1:0]+7&mask];
assign pos = sm_pos(cur_data); 
assign mem_zero = m[rd_cnt[MSIZE-1:0]]===0; 
always @(posedge clk) begin
	if(rst) begin
		wr_cnt<=0;
		rd_cnt<=0;
	end else begin
		if(fifo_wr) wr_cnt <= wr_cnt + 8;
		if(mem_zero) begin
			if(fifo_rd) rd_cnt <= rd_cnt + 1;
		end else begin
			if(fifo_rd) rd_cnt <= rd_cnt + pos;
		end
	end
end
always @(posedge clk) begin
	if(fifo_wr) begin
		m[wr_cnt[MSIZE-1:0]+0] <= fifo_wdata[ 7:0 ];
		m[wr_cnt[MSIZE-1:0]+1] <= fifo_wdata[15:8 ];
		m[wr_cnt[MSIZE-1:0]+2] <= fifo_wdata[23:16];
		m[wr_cnt[MSIZE-1:0]+3] <= fifo_wdata[31:24];
		m[wr_cnt[MSIZE-1:0]+4] <= fifo_wdata[39:32];
		m[wr_cnt[MSIZE-1:0]+5] <= fifo_wdata[47:40];
		m[wr_cnt[MSIZE-1:0]+6] <= fifo_wdata[55:48];
		m[wr_cnt[MSIZE-1:0]+7] <= fifo_wdata[63:56];
	end
end
	reg [63:0] buf_wdata;
	wire [63:0] buf_rdata;
	wire [8:0] buf_count;
	wire buf_wr;
	reg buf_rd;
	wire buf_full;
	wire buf_empty;
	always @(*) begin
		case(pos)
			4'b0001: begin
				buf_wdata[ 7:0 ] = cur_data[ 7:0 ];
				buf_wdata[63:8 ] = 0;
			end
			4'b0010: begin
				buf_wdata[ 7:0 ] = cur_data[ 7:0 ];
				buf_wdata[15:8 ] = cur_data[15:8 ];
				buf_wdata[63:16] = 0;
			end
			4'b0011: begin
				buf_wdata[ 7:0 ] = cur_data[ 7:0 ];
				buf_wdata[15:8 ] = cur_data[15:8 ];
				buf_wdata[23:16] = cur_data[23:16];
				buf_wdata[63:24] = 0;
			end
			4'b0100: begin
				buf_wdata[ 7:0 ] = cur_data[ 7:0 ];
				buf_wdata[15:8 ] = cur_data[15:8 ];
				buf_wdata[23:16] = cur_data[23:16];
				buf_wdata[31:24] = cur_data[31:24];
				buf_wdata[63:32] = 0;
			end
			4'b0101: begin
				buf_wdata[ 7:0 ] = cur_data[ 7:0 ];
				buf_wdata[15:8 ] = cur_data[15:8 ];
				buf_wdata[23:16] = cur_data[23:16];
				buf_wdata[31:24] = cur_data[31:24];
				buf_wdata[39:32] = cur_data[39:32];
				buf_wdata[63:40] = 0;
			end
			4'b0110: begin
				buf_wdata[ 7:0 ] = cur_data[ 7:0 ];
				buf_wdata[15:8 ] = cur_data[15:8 ];
				buf_wdata[23:16] = cur_data[23:16];
				buf_wdata[31:24] = cur_data[31:24];
				buf_wdata[39:32] = cur_data[39:32];
				buf_wdata[47:40] = cur_data[47:40];
				buf_wdata[63:48] = 0;
			end
			4'b0111: begin
				buf_wdata[ 7:0 ] = cur_data[ 7:0 ];
				buf_wdata[15:8 ] = cur_data[15:8 ];
				buf_wdata[23:16] = cur_data[23:16];
				buf_wdata[31:24] = cur_data[31:24];
				buf_wdata[39:32] = cur_data[39:32];
				buf_wdata[47:40] = cur_data[47:40];
				buf_wdata[55:48] = cur_data[55:48];
				buf_wdata[63:56] = 0;
			end
			4'b1000: begin
				buf_wdata[ 7:0 ] = cur_data[ 7:0 ];
				buf_wdata[15:8 ] = cur_data[15:8 ];
				buf_wdata[23:16] = cur_data[23:16];
				buf_wdata[31:24] = cur_data[31:24];
				buf_wdata[39:32] = cur_data[39:32];
				buf_wdata[47:40] = cur_data[47:40];
				buf_wdata[55:48] = cur_data[55:48];
				buf_wdata[63:56] = cur_data[63:56];
			end
			default: buf_wdata[63:0] = 0;
		endcase
	end
	assign fifo_rd = ~empty && (~buf_full || ~mem_zero);
	assign buf_wr = ~empty && ~buf_full && ~mem_zero;
fifo #(.DSIZE(64), .MSIZE(3)) i_buf(
	.rst(rst),
	.clk(clk),
	.wr(buf_wr),
	.rd(buf_rd),
	.wdata(buf_wdata),
	.rdata(buf_rdata),
	.count(buf_count),
	.full(buf_full),
	.empty(buf_empty),
	.overflow(),
	.underflow()
);
reg [5:0] op_cnt;
reg [63:0] tag_data;
reg [191:0] tmp_data;
reg [3:0] state;
localparam S1= 4'b0001;
localparam S2= 4'b0010;
localparam S3= 4'b0100;
localparam S4= 4'b1000;
always @(posedge clk) begin
	if(rst) begin
		state<=S1;
		op_cnt<=0;
		buf_rd<=0;
		tag_data<=0;
		tmp_data<=0;
	end else begin
		out1_valid <= 0;  
		buf_rd<=0;
		op_cnt <= op_cnt + 1; 
		case(state)
		S1: begin   
			if(buf_count) begin
				state<=S2;
				buf_rd <= 1;
				tmp_data <= 0;
				end
			end
		S2: begin   
			buf_rd <= 1;
			op_cnt <= 0; 
			tag_data <= buf_rdata;  
			tmp_data[63:0] <= buf_rdata;  
			if(eq_pos(buf_rdata)>5) begin  
				if(sm_check(buf_rdata)) begin  
					state<=S1;
					buf_rd <= 0;
				end else begin
					state <= S4;  
				end
			end else begin   
				state <= S3;
				if(sm_check(buf_rdata)) begin  
					state<=S1;
					out1_valid <= 1;
					buf_rd <= 0;
				end
			end
			end
		S3: begin
			buf_rd <= 1;
			if(op_cnt==0)
				tmp_data[127:64] <= buf_rdata;  
			if(op_cnt==1) begin
				tmp_data[191:128] <= buf_rdata;  
				out1_valid <= 1;
				state<=S4;                        
			end
			if(sm_check(buf_rdata)) begin  
				state<=S1;
				out1_valid <= 1;
				buf_rd <= 0;
			end
		end
		S4: begin
			buf_rd <= 1;
			if(sm_check(buf_rdata)) begin  
				state<=S1;
				buf_rd <= 0;
			end
		end
		default: state<=S1;
		endcase
	end
end
assign out1_tag = tag_parser(tag_data);
assign out1_value = value_parser(tmp_data);
function [3:0] sm_pos;
	input [63:0] wdata;
	begin
		case(SMARK)
			wdata[ 7:0 ]: sm_pos = 1; 
			wdata[15:8 ]: sm_pos = 2; 
			wdata[23:16]: sm_pos = 3;
			wdata[31:24]: sm_pos = 4;
			wdata[39:32]: sm_pos = 5;
			wdata[47:40]: sm_pos = 6;
			wdata[55:48]: sm_pos = 7;
			wdata[63:56]: sm_pos = 8;
					 default: sm_pos = 8;
		endcase
	end
endfunction
function [3:0] eq_pos;
	input [63:0] wdata;
	begin
		case(8'h3d)
			wdata[ 7:0 ]: eq_pos = 9; 
			wdata[15:8 ]: eq_pos = 2;  
			wdata[23:16]: eq_pos = 3;  
			wdata[31:24]: eq_pos = 4;  
			wdata[39:32]: eq_pos = 5;  
			wdata[47:40]: eq_pos = 6;
			wdata[55:48]: eq_pos = 7;
			wdata[63:56]: eq_pos = 8;
					 default: eq_pos = 9;
		endcase
	end
endfunction
function [31:0] tag_parser;
	input [63:0] wdata;
	begin
		case(8'h3d)
			wdata[15:8 ]: tag_parser = wdata & 32'h000000ff; 
			wdata[23:16]: tag_parser = wdata & 32'h0000ffff;
			wdata[31:24]: tag_parser = wdata & 32'h00ffffff;
			wdata[39:32]: tag_parser = wdata & 32'hffffffff;
			default: tag_parser = 0;
		endcase
	end
endfunction
function [127:0] value_parser;
	input [191:0] wdata;
	begin
		case(8'h3d)
			wdata[15:8 ]: value_parser = wdata>>16; 
			wdata[23:16]: value_parser = wdata>>24;
			wdata[31:24]: value_parser = wdata>>32;
			wdata[39:32]: value_parser = wdata>>40;
			default: value_parser = 0;
		endcase
	end
endfunction
function sm_check;
	input [64:0] wdata;
	begin
		casez(SMARK)
			wdata[ 7:0 ]: sm_check = 1; 
			wdata[15:8 ]: sm_check = 1; 
			wdata[23:16]: sm_check = 1;
			wdata[31:24]: sm_check = 1;
			wdata[39:32]: sm_check = 1;
			wdata[47:40]: sm_check = 1;
			wdata[55:48]: sm_check = 1;
			wdata[63:56]: sm_check = 1;
					 default: sm_check = 0;
		endcase
	end
endfunction
endmodule
</file>
==> changes_impl.md <==
### Implementation results

- Initial antenna violation count: 167
- Simple share: 7.57%
- Cts repair resizes: 0
- CTS Hold Bufs: 0
- Final setup violation count: 0
- Fin crit period: 151.26 ns
- Hold crit path type: reg -> reg
- CTS tree: yes
- Arrival time worst endpoint: 5.04 ns
- Global-route wire length before repair: 1430000 microns
- Mapped Cells: 14236
- Leak pwr: 69.4 nW
- Setup TNS Final: 0 ns
- Synth Warn #: 229
- Post-synth ARST share: 0%
- Worst IR Drop VDD: 4.68 uV
- H-tree level count: 5
- GPL Wtd Cong: 1.13
- Clk_skew: 0.0953 ns
- Latency at later pin: 1.06 ns
- DRC viols: 0
- Log Warnings: 50
- Adder Area Share: 0.155%
- Number of placed cells counting well taps: 19439
- Share of cells above drive strength 1: 36.5%
- Critical path origin: tmp_data[17]
- Top cells, area: edfxtp_1 37%, mux4_2 36%, mux2i_1 3.7%, nand2_1 3.5%, dfxtp_1 2.4%
- Hold depth: 2
- Init Core Util: 50.3%
- CP Buf/Inv Count: 3
- Post-Place Cell Area: 216000 sq um
- Design area: 228000 sq um
- Worst-path clk slew: 0.06 ns
- Most frequent cells in the layout: 3334 x mux4_2, 2561 x edfxtp_1, 1904 x nand2_1
- Crit path DRT: 584.88 ns
- Failing checks: max-capacitance violations, max-slew violations
- Cell taking the most area after synthesis: edfxtp_1
- Startpoint class of the critical path: register
- Critical path cell sequence: nand4b_1, or4_4, buf_4, buf_4, o21ai_0, o21ai_0, clkdlybuf4s50_1
- Via count of the first global-routing pass: 165278
- GRT Overall Usage: 56.7%
- Clock tree root driver cell: clkbuf_16
- Drt pass-1 iters: 9
- R2R cell count: 25
- Reg-to-reg setup timing slack: 719.18 ns
- CP Depth: 7
- Max incr delay on CP: 0.76 ns
- Crit-path leading delay family: buffers and inverters
- Flip-flops with a built-in enable: 2561
- CP max stage cell: buf_4
- Via/cell ratio: 8.03
- Top cell excl fill/tap: mux4_2
- Fin cells: 20410
- Largest net degree at the start of global routing: 105
- Reg2reg start: rd_cnt[0]
- Top cell area share: 37.2%
- Synth mux share: 41.3%
- Area growth, synth to finish: 10.4%
- Dominant comb cell: multiplexers
- Initial DRC count: 17991
- RSZ-0062 raised after global routing: false
- Area fraction in xor and xnor cells: 0.331%
- Mean Syn Cell Area: 14.5 sq um
- Sequential share of the synthesized area: 39.6%
- Worst-margin pin slew: 1.49 ns
- CTS Buf Count: 331
- Critical path class: reg -> out
- FP Rows: 235
- Dpl hpwl: 732000 microns
- Setup Buffers After CTS: 0
- Yosys Instances: 14236
- Final Max Slew Viols: 1
- Pwr/cell area: 5.08 nW/um^2
- Routed vias: 163840
- Post-Route WL: 1060000 microns
- Avg WL per Cell: 52.1 microns
- Setup crit end kind: output port
- Main flop type: edfxtp_1
- Slew headroom: -0.158%
- Core area: 410000 sq um
- Grt total ovfl: 0
- Fin crit share: 20.7%
- Max_cap viols: 1
- Distinct lib cells: 105
- Clock Tree Buf Depth: 4
- Ys flops: 2806
- Die height: 645 microns
- Critical Path End: out1_value[108]
- Fmax: 6.61 MHz
- Final Hold Viols: 0
- Synth Area in Compound Gates: 6.38%
- Num ports: 394
- Outcome: finished, violations left
- Synth Cell Area: 206000 sq um
- Final Util: 55.5%
- Total die size: 416000 sq um
- Yosys chip area: 206000 sq um
- CTS Sinks: 2806
- Die X: 645 microns
- I/O Buffers: 231
- Remaining antenna violation count after routing: 0
- Crit path max fanout: 94
-- synth_stat cells (all sizes together) (83+ instances only) --
| master | n |
|---|---|
| a31oi | 87 |
| a22oi | 317 |
| o21ai | 447 |
| edfxtp | 2561 |
| a21oi | 304 |
| buf | 1136 |
| a211oi | 132 |
| mux4 | 3334 |
| nand4 | 204 |
| nand3 | 431 |
| nand2 | 1918 |
| mux2 | 226 |
| a221oi | 83 |
| mux2i | 754 |
| clkbuf | 471 |
| and3 | 119 |
| and2 | 127 |
| nor2 | 313 |
| dfxtp | 245 |
-- power by group --
group	total, mW	leakage, nW	internal (mW)	switching [mW]
Combinational	0.774	38.8	0.281	0.493
Clock	0.174	5.41	0.100	0.0733
Sequential	0.210	25.3	0.202	0.00712
Total	1.16	69.4	0.583	0.574
-- metal layers --
metal	GRT usage, %	vias up	share of wire (%)
met5	33.9	-	1.4
met4	42.6	281	10
met3	50.9	4260	22
met2	68.0	17345	40
met1	58.9	81353	27
li1	-	60601	-
-- how the worst min path moves through the flow --
stage | start | to
6_report | tmp_data[9] | tmp_data[9]
5_1_grt | tmp_data[161] | tmp_data[161]
4_1_cts | tmp_data[9] | tmp_data[9]
-- sequential cells by signal, indices dropped and copies added, names as in the netlist, named ones only --
name          cells
m              2048
i_buf.m         512
wr_cnt            6
tag_data         40
buf_rd            1
i_buf.rd_cnt      4
tmp_data        160
rd_cnt            9
op_cnt            6
state             4
out1_valid        1
i_buf.wr_cnt      4
-- logic make-up after synthesis --
group                    count (synthesis)
AND-OR/OR-AND                         1930
adder cells (fa/ha/maj)                 25
buffers and inverters                 1635
flip-flops                            2806
AND/OR/NAND/NOR                       3452
XOR/XNOR                                73
multiplexers                          4314
other                                    1
-- cell type report --
type                            instances  area [sq um]
Fill cell                           31794        183000
Multi-Input combinational cell       9955        117000
Sequential cell                      2806         81900
Timing Repair Buffer                 1199          9880
Clock buffer                          389          8630
Tap cell                             5451          6820
Clock inverter                        216          2520
Antenna cell                          366           916
Inverter                               28           124
-- worst min-delay path, delay by kind of cell (launching register included) --
family             cells  cell delay, ns
and+or+nand+nor        1            0.05
AOI/OAI and AO/OA      1            0.06
DFF                    1            0.32
-- through the flow --
| step | power (mW) | hold WS [ns] | setup WS (ns) |
|---|---|---|---|
| 2_1_floorplan | 0.665 | 0.416 | 581.06 |
| 4_1_cts | 1.12 | 0.457 | 579.94 |
| 5_1_grt | 1.17 | 0.481 | 579.65 |
| 6_report | 1.16 | 0.457 | 579.84 |
| 3_5_place_dp | 0.941 | 0.443 | 580.49 |
| 3_3_place_gp | 0.938 | 0.441 | 580.57 |
Power figures rest on the tool's default switching activity, not on a simulated workload.
