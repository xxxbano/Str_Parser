### design/flow/run.sh
#!/bin/bash
# OpenROAD 26Q1-2900-gdf79404cd8, Yosys 0.63+post, stock flow scripts
make -C /OpenROAD-flow-scripts/flow DESIGN_CONFIG=/design/flow/config.mk WORK_HOME=/design/flow/orfs finish
### design/flow/config.mk
export PLATFORM = sky130hd
export DESIGN_NAME = parser_op_dual
export DESIGN_NICKNAME = parser_op_dual
export VERILOG_FILES = /design/flow/design.v
export SDC_FILE = /design/flow/constraint.sdc
export NUM_CORES = 4
export LEC_CHECK = 1
export CORE_UTILIZATION = 30
export SYNTH_MEMORY_MAX_BITS = 65536
### design/flow/constraint.sdc
current_design parser_op_dual

set clk_period 529.6
set clk_io_pct 0.2

create_clock -name clk0 -period $clk_period [get_ports {clk}]

set non_clock_inputs [all_inputs -no_clocks]
set_input_delay [expr $clk_period * $clk_io_pct] -clock clk0 $non_clock_inputs
set_output_delay [expr $clk_period * $clk_io_pct] -clock clk0 [all_outputs]
### design/flow/design.v
module fifo #(
	parameter DSIZE = 8,
	parameter MSIZE = 3
) (
	input wire rst,
	input wire clk,
	input wire wr,
	input wire rd,
	input wire [DSIZE-1:0] wdata,
	output wire [DSIZE-1:0] rdata,
	output reg [MSIZE:0] count,
	output wire full,
	output wire empty,
	output wire overflow,
	output wire underflow
);
	reg [DSIZE-1:0] m[0:(1<<MSIZE)-1];
	reg [MSIZE:0] wr_cnt;
	reg [MSIZE:0] rd_cnt;
	wire equal;
	assign equal = wr_cnt[MSIZE-1:0] == rd_cnt[MSIZE-1:0];
	assign empty = ~(wr_cnt[MSIZE]^rd_cnt[MSIZE]) & equal;
	assign full = (wr_cnt[MSIZE]^rd_cnt[MSIZE]) & equal;
	assign overflow = full & wr;
	assign underflow = empty & rd;
	assign count = wr_cnt - rd_cnt;
	always @(posedge clk) begin
		if(rst) begin
			wr_cnt <= 0;
			rd_cnt <= 0;
		end else begin
			if(wr&~overflow) wr_cnt <= wr_cnt + 1;
			if(rd&~underflow) rd_cnt <= rd_cnt + 1;
		end
	end
	always @(posedge clk) begin
		if(wr) m[wr_cnt[MSIZE-1:0]] <= wdata; 
	end
	assign rdata = m[rd_cnt[MSIZE-1:0]];
endmodule
module parser_op_dual #(
	parameter MSIZE = 8,
	parameter SMARK = 8'h01
)(
  input wire clk,
  input wire rst,
  input wire avl_st_rx_valid,
  input wire [63:0] avl_st_rx_data,
  input wire avl_st_rx_sop,
  input wire avl_st_rx_eop,
  input wire [2:0] avl_st_rx_empty,
  output reg   out1_valid,
  output wire [ 31:0]  out1_tag,
  output wire [127:0]  out1_value,
  output reg   out2_valid,
  output wire [ 31:0]  out2_tag,
  output wire [127:0]  out2_value
);
wire [MSIZE:0] fifo_cnt;
reg [7:0] m[0:(1<<MSIZE)-1];
reg [MSIZE:0] wr_cnt;
reg [MSIZE:0] rd_cnt;
wire [63:0] fifo_wdata;
reg [63:0] fifo_rdata;
reg [63:0] eog_wdata;
wire fifo_wr;
wire fifo_rd;
wire equal;  
wire full;  
wire empty;  
reg [MSIZE:0] mask;
initial mask = {1'b0,{MSIZE{1'b1}}};
assign equal= wr_cnt[MSIZE-1:0] == rd_cnt[MSIZE-1:0]; 
assign fifo_cnt= wr_cnt - rd_cnt;
assign full = (wr_cnt[MSIZE]^rd_cnt[MSIZE]) & equal;
assign empty =~(wr_cnt[MSIZE]^rd_cnt[MSIZE]) & equal;
assign fifo_wr =avl_st_rx_valid &(~full);
always @(*) begin
  case(avl_st_rx_empty)
  3'b000: eog_wdata = avl_st_rx_data & 64'hffffffffffffffff;
  3'b001: eog_wdata = avl_st_rx_data & 64'h00ffffffffffffff;
  3'b010: eog_wdata = avl_st_rx_data & 64'h0000ffffffffffff;
  3'b011: eog_wdata = avl_st_rx_data & 64'h000000ffffffffff;
  3'b100: eog_wdata = avl_st_rx_data & 64'h00000000ffffffff;
  3'b101: eog_wdata = avl_st_rx_data & 64'h0000000000ffffff;
  3'b110: eog_wdata = avl_st_rx_data & 64'h000000000000ffff;
  3'b111: eog_wdata = avl_st_rx_data & 64'h00000000000000ff;
  endcase
end
assign fifo_wdata = (avl_st_rx_eop)? eog_wdata:avl_st_rx_data;
reg [63:0] cur_data;
reg [MSIZE-1:0] rd_addr;
wire [3:0] pos;
wire mem_zero;
assign cur_data[ 7:0 ]=m[rd_cnt[MSIZE-1:0]+0&mask];
assign cur_data[15:8 ]=m[rd_cnt[MSIZE-1:0]+1&mask];
assign cur_data[23:16]=m[rd_cnt[MSIZE-1:0]+2&mask];
assign cur_data[31:24]=m[rd_cnt[MSIZE-1:0]+3&mask];
assign cur_data[39:32]=m[rd_cnt[MSIZE-1:0]+4&mask];
assign cur_data[47:40]=m[rd_cnt[MSIZE-1:0]+5&mask];
assign cur_data[55:48]=m[rd_cnt[MSIZE-1:0]+6&mask];
assign cur_data[63:56]=m[rd_cnt[MSIZE-1:0]+7&mask];
assign pos = sm_pos(cur_data); 
assign mem_zero = m[rd_cnt[MSIZE-1:0]]===0; 
always @(posedge clk) begin
	if(rst) begin
		wr_cnt<=0;
		rd_cnt<=0;
	end else begin
		if(fifo_wr) wr_cnt <= wr_cnt + 8;
		if(mem_zero) begin
			if(fifo_rd) rd_cnt <= rd_cnt + 1;
		end else begin
			if(fifo_rd) rd_cnt <= rd_cnt + pos;
		end
	end
end
always @(posedge clk) begin
	if(fifo_wr) begin
		m[wr_cnt[MSIZE-1:0]+0] <= fifo_wdata[ 7:0 ];
		m[wr_cnt[MSIZE-1:0]+1] <= fifo_wdata[15:8 ];
		m[wr_cnt[MSIZE-1:0]+2] <= fifo_wdata[23:16];
		m[wr_cnt[MSIZE-1:0]+3] <= fifo_wdata[31:24];
		m[wr_cnt[MSIZE-1:0]+4] <= fifo_wdata[39:32];
		m[wr_cnt[MSIZE-1:0]+5] <= fifo_wdata[47:40];
		m[wr_cnt[MSIZE-1:0]+6] <= fifo_wdata[55:48];
		m[wr_cnt[MSIZE-1:0]+7] <= fifo_wdata[63:56];
	end
end
	reg [63:0] buf_wdata;
	wire buf_wr;
	wire buf1_wr;
	reg buf1_rd;
	wire buf1_full;
	wire buf1_empty;
	wire [63:0] buf1_rdata;
	wire [5:0] buf1_count;
	wire buf2_wr;
	reg buf2_rd;
	wire buf2_full;
	wire buf2_empty;
	wire [63:0] buf2_rdata;
	wire [4:0] buf2_count;
	always @(*) begin
		case(pos)
			4'b0001: begin
				buf_wdata[ 7:0 ] = cur_data[ 7:0 ];
				buf_wdata[63:8 ] = 0;
			end
			4'b0010: begin
				buf_wdata[ 7:0 ] = cur_data[ 7:0 ];
				buf_wdata[15:8 ] = cur_data[15:8 ];
				buf_wdata[63:16] = 0;
			end
			4'b0011: begin
				buf_wdata[ 7:0 ] = cur_data[ 7:0 ];
				buf_wdata[15:8 ] = cur_data[15:8 ];
				buf_wdata[23:16] = cur_data[23:16];
				buf_wdata[63:24] = 0;
			end
			4'b0100: begin
				buf_wdata[ 7:0 ] = cur_data[ 7:0 ];
				buf_wdata[15:8 ] = cur_data[15:8 ];
				buf_wdata[23:16] = cur_data[23:16];
				buf_wdata[31:24] = cur_data[31:24];
				buf_wdata[63:32] = 0;
			end
			4'b0101: begin
				buf_wdata[ 7:0 ] = cur_data[ 7:0 ];
				buf_wdata[15:8 ] = cur_data[15:8 ];
				buf_wdata[23:16] = cur_data[23:16];
				buf_wdata[31:24] = cur_data[31:24];
				buf_wdata[39:32] = cur_data[39:32];
				buf_wdata[63:40] = 0;
			end
			4'b0110: begin
				buf_wdata[ 7:0 ] = cur_data[ 7:0 ];
				buf_wdata[15:8 ] = cur_data[15:8 ];
				buf_wdata[23:16] = cur_data[23:16];
				buf_wdata[31:24] = cur_data[31:24];
				buf_wdata[39:32] = cur_data[39:32];
				buf_wdata[47:40] = cur_data[47:40];
				buf_wdata[63:48] = 0;
			end
			4'b0111: begin
				buf_wdata[ 7:0 ] = cur_data[ 7:0 ];
				buf_wdata[15:8 ] = cur_data[15:8 ];
				buf_wdata[23:16] = cur_data[23:16];
				buf_wdata[31:24] = cur_data[31:24];
				buf_wdata[39:32] = cur_data[39:32];
				buf_wdata[47:40] = cur_data[47:40];
				buf_wdata[55:48] = cur_data[55:48];
				buf_wdata[63:56] = 0;
			end
			4'b1000: begin
				buf_wdata[ 7:0 ] = cur_data[ 7:0 ];
				buf_wdata[15:8 ] = cur_data[15:8 ];
				buf_wdata[23:16] = cur_data[23:16];
				buf_wdata[31:24] = cur_data[31:24];
				buf_wdata[39:32] = cur_data[39:32];
				buf_wdata[47:40] = cur_data[47:40];
				buf_wdata[55:48] = cur_data[55:48];
				buf_wdata[63:56] = cur_data[63:56];
			end
			default: buf_wdata[63:0] = 0;
		endcase
	end
reg channel_sel;
always @(posedge clk) begin
	if(rst) channel_sel<=0;
	else if(sm_check(cur_data) && ~mem_zero && fifo_cnt!=0) channel_sel <= ~channel_sel;
end
assign fifo_rd = ~empty && (~buf1_full || ~buf2_full || ~mem_zero);
assign buf_wr = ~empty && ~mem_zero;
assign buf1_wr =  (channel_sel)?	buf_wr&&~buf1_full&& buf2_full : buf_wr&&~buf1_full;
assign buf2_wr = (~channel_sel)?	buf_wr&& buf1_full&&~buf2_full : buf_wr&&~buf2_full;
fifo #(.DSIZE(64), .MSIZE(5)) i_buf1(
	.rst(rst),
	.clk(clk),
	.wr(buf1_wr),
	.rd(buf1_rd),
	.wdata(buf_wdata),
	.rdata(buf1_rdata),
	.count(buf1_count),
	.full(buf1_full),
	.empty(buf1_empty),
	.overflow(),
	.underflow()
);
reg [5:0] op1_cnt;
reg [63:0] tag1_data;
reg [191:0] tmp1_data;
reg [3:0] state1;
localparam S11= 4'b0001;
localparam S12= 4'b0010;
localparam S13= 4'b0100;
localparam S14= 4'b1000;
always @(posedge clk) begin
	if(rst) begin
		state1<=S11;
		op1_cnt<=0;
		buf1_rd<=0;
		tag1_data<=0;
		tmp1_data<=0;
	end else begin
		out1_valid <= 0;  
		buf1_rd<=0;
		op1_cnt <= op1_cnt + 1; 
		case(state1)
		S11: begin   
			if(buf1_count) begin
				state1<=S12;
				buf1_rd <= 1;
				tmp1_data <= 0;
				end
			end
		S12: begin   
			buf1_rd <= 1;
			op1_cnt <= 0; 
			tag1_data <= buf1_rdata;  
			tmp1_data[63:0] <= buf1_rdata;  
			if(eq_pos(buf1_rdata)>5) begin  
				if(sm_check(buf1_rdata)) begin  
					state1<=S11;
					buf1_rd <= 0;
				end else begin
					state1 <= S14;  
				end
			end else begin   
				state1 <= S13;
				if(sm_check(buf1_rdata)) begin  
					state1<=S11;
					out1_valid <= 1;
					buf1_rd <= 0;
				end
			end
			end
		S13: begin
			buf1_rd <= 1;
			if(op1_cnt==0)
				tmp1_data[127:64] <= buf1_rdata;  
			if(op1_cnt==1) begin
				tmp1_data[191:128] <= buf1_rdata;  
				out1_valid <= 1;
				state1<=S14;                        
			end
			if(sm_check(buf1_rdata)) begin  
				state1<=S11;
				out1_valid <= 1;
				buf1_rd <= 0;
			end
		end
		S14: begin
			buf1_rd <= 1;
			if(sm_check(buf1_rdata)) begin  
				state1<=S11;
				buf1_rd <= 0;
			end
		end
		default: state1<=S11;
		endcase
	end
end
assign out1_tag = tag_parser(tag1_data);
assign out1_value = value_parser(tmp1_data);
fifo #(.DSIZE(64), .MSIZE(5)) i_buf2(
	.rst(rst),
	.clk(clk),
	.wr(buf2_wr),
	.rd(buf2_rd),
	.wdata(buf_wdata),
	.rdata(buf2_rdata),
	.count(buf2_count),
	.full(buf2_full),
	.empty(buf2_empty),
	.overflow(),
	.underflow()
);
reg [5:0] op2_cnt;
reg [63:0] tag2_data;
reg [191:0] tmp2_data;
reg [3:0] state2;
localparam S21= 4'b0001;
localparam S22= 4'b0010;
localparam S23= 4'b0100;
localparam S24= 4'b1000;
always @(posedge clk) begin
	if(rst) begin
		state2<=S21;
		op2_cnt<=0;
		buf2_rd<=0;
		tag2_data<=0;
		tmp2_data<=0;
	end else begin
		out2_valid <= 0;  
		buf2_rd<=0;
		op2_cnt <= op2_cnt + 1; 
		case(state2)
		S21: begin   
			if(buf2_count) begin
				state2<=S22;
				buf2_rd <= 1;
				tmp2_data <= 0;
				end
			end
		S22: begin   
			buf2_rd <= 1;
			op2_cnt <= 0; 
			tag2_data <= buf2_rdata;  
			tmp2_data[63:0] <= buf2_rdata;  
			if(eq_pos(buf2_rdata)>5) begin  
				if(sm_check(buf2_rdata)) begin  
					state2<=S21;
					buf2_rd <= 0;
				end else begin
					state2 <= S24;  
				end
			end else begin   
				state2 <= S23;
				if(sm_check(buf2_rdata)) begin  
					state2<=S21;
					out2_valid <= 1;
					buf2_rd <= 0;
				end
			end
			end
		S23: begin
			buf2_rd <= 1;
			if(op2_cnt==0)
				tmp2_data[127:64] <= buf2_rdata;  
			if(op2_cnt==1) begin
				tmp2_data[191:128] <= buf2_rdata;  
				out2_valid <= 1;
				state2<=S24;                        
			end
			if(sm_check(buf2_rdata)) begin  
				state2<=S21;
				out2_valid <= 1;
				buf2_rd <= 0;
			end
		end
		S24: begin
			buf2_rd <= 1;
			if(sm_check(buf2_rdata)) begin  
				state2<=S21;
				buf2_rd <= 0;
			end
		end
		default: state2<=S21;
		endcase
	end
end
assign out2_tag = tag_parser(tag2_data);
assign out2_value = value_parser(tmp2_data);
function [3:0] sm_pos;
	input [63:0] wdata;
	begin
		case(SMARK)
			wdata[ 7:0 ]: sm_pos = 1; 
			wdata[15:8 ]: sm_pos = 2; 
			wdata[23:16]: sm_pos = 3;
			wdata[31:24]: sm_pos = 4;
			wdata[39:32]: sm_pos = 5;
			wdata[47:40]: sm_pos = 6;
			wdata[55:48]: sm_pos = 7;
			wdata[63:56]: sm_pos = 8;
					 default: sm_pos = 8;
		endcase
	end
endfunction
function [3:0] eq_pos;
	input [63:0] wdata;
	begin
		case(8'h3d)
			wdata[ 7:0 ]: eq_pos = 9; 
			wdata[15:8 ]: eq_pos = 2;  
			wdata[23:16]: eq_pos = 3;  
			wdata[31:24]: eq_pos = 4;  
			wdata[39:32]: eq_pos = 5;  
			wdata[47:40]: eq_pos = 6;
			wdata[55:48]: eq_pos = 7;
			wdata[63:56]: eq_pos = 8;
					 default: eq_pos = 9;
		endcase
	end
endfunction
function [31:0] tag_parser;
	input [63:0] wdata;
	begin
		case(8'h3d)
			wdata[15:8 ]: tag_parser = wdata & 32'h000000ff; 
			wdata[23:16]: tag_parser = wdata & 32'h0000ffff;
			wdata[31:24]: tag_parser = wdata & 32'h00ffffff;
			wdata[39:32]: tag_parser = wdata & 32'hffffffff;
			default: tag_parser = 0;
		endcase
	end
endfunction
function [127:0] value_parser;
	input [191:0] wdata;
	begin
		case(8'h3d)
			wdata[15:8 ]: value_parser = wdata>>16; 
			wdata[23:16]: value_parser = wdata>>24;
			wdata[31:24]: value_parser = wdata>>32;
			wdata[39:32]: value_parser = wdata>>40;
			default: value_parser = 0;
		endcase
	end
endfunction
function sm_check;
	input [64:0] wdata;
	begin
		casez(SMARK)
			wdata[ 7:0 ]: sm_check = 1; 
			wdata[15:8 ]: sm_check = 1; 
			wdata[23:16]: sm_check = 1;
			wdata[31:24]: sm_check = 1;
			wdata[39:32]: sm_check = 1;
			wdata[47:40]: sm_check = 1;
			wdata[55:48]: sm_check = 1;
			wdata[63:56]: sm_check = 1;
					 default: sm_check = 0;
		endcase
	end
endfunction
endmodule
==> out/qor.yml <==
core_util_floorplan: 0.301
skew_ns: 0.163
warnings: 70
total_power_mw: 2.75
cts_root_buf: "clkbuf_16"
holdBufCountCts: 0
die_y_um: 1100
netSwitchingPower_mw: 1.27
htree_levels: 6
ir_drop_mv: 0.0160
drt_first_pass_iters: 10
grtUsageTotal: 0.301
ctsResizeCount: 0
cp.arrival_ns: 5.47
fillers: 112118
synth_top_cell_by_area: "edfxtp_1"
synth_flops: 6626
clock-sinks: 6626
first_iter_violations: 27337
syn_area_sq_um: 360000
start_kind: "flip-flop"
place.gp.congestion: 1.09
grt_pass1_wl_um: 2310000
topCellsByArea: "edfxtp_1, mux4_2, mux2i_1"
setup_violations: 0
dieWidth_um: 1100
logic_area_sq_um: 158000
grt_remaining_overflow: 0
crit_fanout: 73
core_sq_um: 1200000
fin_crit_sh: 0.210
drive_above_1_share: 0.312
routedWlPerCell_um: 42.8
yosysTopAreaCellShare: 0.513
cts_buffers: 736
enable_flop_cells: 6146
required_ns: 423.68
grt_max_degree: 182
rsz0062_at_grt: "no"
cp-end-kind: "output port"
dp_hpwl_um: 1150000
violations: "max-capacitance violations, max-slew violations"
core.rowCount: 402
status: "finished with violations"
antenna_found_initial: 302
p_seq_frac: 0.284
synth_seq_share: 0.539
path_clk_slew_ns: 0.06
drv_cap: 1
ys_warn_count: 12
final-seq-area_sq_um: 194000
postSynthAreaPerCell_sq_um: 15.9
fmaxAchievable_ghz: 0.00898
port_buffers: 392
intPower_mw: 1.48
fin_crit_ns: 111.39
num_vias: 256454
drt_wl_total_um: 1730000
drc: 0
dpl.cell_count: 38571
synth_cell_types: 107
switching_share: 0.461
ios: 394
fin_cells: 40507
setup-tns-final_ns: 0
timing.slew.headroom: -0.0718
area_delta_synth_final_pct: 15.1
slew_violations: 19
path_class: "reg -> out"
synthCells: 22671
async_reset_ff_frac: 0
pwr-share-comb: 0.526
clk_latency_ns: 1.24
hold_viol_final: 0
cts_tree: "built"
power.density_nw_per_um2: 6.64
p_leak_nw: 124
yosys_area_sq_um: 360000
grt_pass1_vias: 258994
viasPerCell: 6.33
chipArea_sq_um: 1200000
holdCritPathClass: "reg -> reg"
worst_pin_slew_ns: 1.61
ys_cells: 22671
ys.flop_type: "edfxtp_1"
cts_setup_buffers: 0
cts.path.max_buffers: 5
pwr-share-clk: 0.190
ant_nets: 0
-- cells in the final DEF (no fill, tap or decap), types with 77 or more instances in the layout --
master           synthesis  final
buf_4                  350   1488
mux4_2                4219   4219
o21ai_0                803    763
diode_2                  0    595
clkinv_2                 0    111
a221o_1                260    260
clkbuf_1               769    142
nor2_1                 693    511
a21oi_1                465    456
a22oi_1                179    178
clkbuf_16                0    744
mux2_2                 154    154
and2_1                 172    140
and3_1                  85     78
nand3_1                558    548
mux2i_1               1362   1346
nor3_1                 142    118
a31oi_1                220    220
nor2_4                   0    154
a211oi_1               169    164
clkdlybuf4s50_1          0    387
bufinv_16                0     80
dfxtp_1                480    457
clkinv_1                 4    147
nand4_1                198    198
edfxtp_1              6146   6146
nand2_1               2826   2806
a221oi_1               101    100
a32oi_1                225    225
o211ai_1                77     77
-- synthesized netlist by cell type, types with 154 or more instances --
library cell  instances
edfxtp_1           6146
mux4_2             4219
nand2_1            2826
mux2i_1            1362
o21ai_0             803
clkbuf_1            769
nor2_1              693
nand3_1             558
buf_2               522
dfxtp_1             480
a21oi_1             465
buf_4               350
a221o_1             260
buf_1               253
a32oi_1             225
a31oi_1             220
nand4_1             198
a22oi_1             179
and2_1              172
a211oi_1            169
mux2_2              154
-- cell type report --
type | count | area share
diodes | 595 | 0.00359
flip-flops and latches | 6626 | 0.469
clock buffers | 897 | 0.0465
clock inverters | 444 | 0.0122
well taps | 15958 | 0.0482
repair buffers | 1937 | 0.0391
inverters | 45 | 0.000468
multi-input cells | 14005 | 0.381
-- power groups by stage --
stage / Clock [mW] / Sequential (mW) / Combinational [mW]
CTS: 0.528 / 0.782 / 1.37
global route: 0.547 / 0.784 / 1.45
finish: 0.524 / 0.783 / 1.45
-- logic make-up (layout without fill, tap and decap cells) --
kind of cell	count (synthesis)	count (layout)	synth area share
flops	6626	6626	0.539
mux	5735	5735	0.307
simple gates	5033	5033	0.0613
compound gates	3087	3087	0.0594
buf+inv	2040	3323	0.0289
xor+xnor	104	104	0.00259
fa+ha+maj	46	46	0.00162
other cells	0	595	0
-- path summary, 6_finish.rpt --
check / startpoint / end / slack [ns] / cells after the start
min reg2reg: tmp1_data[9] / tmp1_data[9] / 0.45 / 2
max reg2reg: rd_cnt[1] / rd_cnt[6] / 517.45 / 27
min: tmp1_data[9] / tmp1_data[9] / 0.45 / 2
max: tmp1_data[25] / out1_value[96] / 418.21 / 11
-- metal layers --
metal	vias up	GRT usage	wire length [um]
met4	291	0.206	146000
met3	5625	0.271	353000
met2	24022	0.391	717000
met5	-	0.109	12500
met1	129424	0.297	505000
li1	97092	-	-
-- critical path, stage by stage, from the launching register on --
cell	delay [ns]
dfxtp_1	0.38
nand4b_1	0.15
nor4_2	0.04
buf_4	0.37
nor3_2	0.45
buf_4	0.54
buf_4	0.75
a221o_1	0.26
o21ai_0	0.09
o21ai_1	0.41
buf_4	0.26
clkdlybuf4s50_1	0.51
-- stage by stage --
step	utilization	area [sq um]	setup WS, ns	hold slack (ns)
6_report	0.346	414000	418.21	0.448
5_1_grt	0.346	414000	418.00	0.487
3_3_place_gp	0.325	389000	418.84	0.432
3_5_place_dp	0.325	389000	418.77	0.434
4_1_cts	0.345	413000	418.14	0.448
2_1_floorplan	-	360000	419.86	0.416
-- flip-flops by register name (all words and copies together) (netlist names), named ones only --
| name | count |
|---|---|
| buf1_rd | 1 |
| i_buf1.wr_cnt | 6 |
| i_buf2.m | 2048 |
| m | 2048 |
| rd_cnt | 9 |
| tmp2_data | 160 |
| i_buf2.rd_cnt | 6 |
| buf2_rd | 1 |
| state2 | 4 |
| i_buf2.wr_cnt | 6 |
| tag1_data | 40 |
| tmp1_data | 160 |
| i_buf1.rd_cnt | 6 |
| op2_cnt | 6 |
| channel_sel | 1 |
| i_buf1.m | 2048 |
| op1_cnt | 6 |
| out2_valid | 1 |
| out1_valid | 1 |
| tag2_data | 40 |
| state1 | 4 |
| wr_cnt | 6 |
No activity file was given, so power comes from the tool's default toggle rates.
