File: ./design.v
module parser #(
	parameter MSIZE = 8,
	parameter SMARK = 8'h01
)(
  input wire clk,
  input wire rst,
  input wire avl_st_rx_valid,
  input wire [63:0] avl_st_rx_data,
  input wire avl_st_rx_sop,
  input wire avl_st_rx_eop,
  input wire [2:0] avl_st_rx_empty,
  output reg   out1_valid,
  output wire [ 31:0]  out1_tag,
  output wire [127:0]  out1_value,
  output reg   out2_valid,
  output wire [ 31:0]  out2_tag,
  output wire [127:0]  out2_value
);
wire [MSIZE:0] fifo_cnt;
reg [7:0] m[0:(1<<MSIZE)-1];
reg [MSIZE:0] wr_cnt;
reg [MSIZE:0] rd_cnt;
wire [63:0] fifo_wdata;
wire [7:0] fifo_rdata;
reg [63:0] eog_wdata;
wire fifo_wr;
reg fifo_rd;
wire equal;  
wire full;  
wire empty;  
always @(*) begin
  case(avl_st_rx_empty)
  3'b000: eog_wdata = avl_st_rx_data & 64'hffffffffffffffff;
  3'b001: eog_wdata = avl_st_rx_data & 64'h00ffffffffffffff;
  3'b010: eog_wdata = avl_st_rx_data & 64'h0000ffffffffffff;
  3'b011: eog_wdata = avl_st_rx_data & 64'h000000ffffffffff;
  3'b100: eog_wdata = avl_st_rx_data & 64'h00000000ffffffff;
  3'b101: eog_wdata = avl_st_rx_data & 64'h0000000000ffffff;
  3'b110: eog_wdata = avl_st_rx_data & 64'h000000000000ffff;
  3'b111: eog_wdata = avl_st_rx_data & 64'h00000000000000ff;
  endcase
end
assign equal= wr_cnt[MSIZE-1:0] == rd_cnt[MSIZE-1:0]; 
assign full = (wr_cnt[MSIZE]^rd_cnt[MSIZE]) & equal;
assign empty =~(wr_cnt[MSIZE]^rd_cnt[MSIZE]) & equal;
assign fifo_cnt= wr_cnt - rd_cnt;
assign fifo_wr =avl_st_rx_valid &(~full);
assign fifo_wdata = (avl_st_rx_eop)? eog_wdata:avl_st_rx_data;
assign fifo_rdata = m[rd_cnt[MSIZE-1:0]];
always @(posedge clk) begin
	if(rst) begin
		wr_cnt<=0;
		rd_cnt<=0;
	end else begin
		if(fifo_wr) wr_cnt <= wr_cnt+8;
		if(fifo_rd) rd_cnt <= rd_cnt + 1;
	end
end
always @(posedge clk) begin
 if(fifo_wr) begin
 	 m[wr_cnt[MSIZE-1:0]+0] <= fifo_wdata[ 7:0 ];
 	 m[wr_cnt[MSIZE-1:0]+1] <= fifo_wdata[15:8 ];
 	 m[wr_cnt[MSIZE-1:0]+2] <= fifo_wdata[23:16];
 	 m[wr_cnt[MSIZE-1:0]+3] <= fifo_wdata[31:24];
 	 m[wr_cnt[MSIZE-1:0]+4] <= fifo_wdata[39:32];
 	 m[wr_cnt[MSIZE-1:0]+5] <= fifo_wdata[47:40];
 	 m[wr_cnt[MSIZE-1:0]+6] <= fifo_wdata[55:48];
 	 m[wr_cnt[MSIZE-1:0]+7] <= fifo_wdata[63:56];
 end
end
reg [6:0] t_len; 
reg [6:0] v_len; 
reg [31:0] t_tmp;
reg [127:0] v_tmp;
reg [6:0] op_cnt;  
reg [3:0] state;
localparam S1= 4'b0001;
localparam S2= 4'b0010;
localparam S3= 4'b0100;
localparam S4= 4'b1000;  
always @(posedge clk) begin
	if(rst) begin
		state<=S1;
		op_cnt<=0;
		t_tmp <= 0;
		v_tmp <= 0;
		t_len <= 0;
		v_len <= 0;
	end else begin
		out1_valid <= 0;  
		fifo_rd<=0;
		op_cnt <= op_cnt + 1; 
		case(state)
		S1: begin   
			if(fifo_cnt) begin
				state<=S2;
				fifo_rd <= 1;
				op_cnt <= 0;  
				t_tmp <= 0;
				v_tmp <= 0;
				end
			end
		S2: begin   
			fifo_rd <= 1;
			if(fifo_rdata==8'h00) begin  
					op_cnt <= 0;             
					if(fifo_cnt==1) begin
						state <= S1;  
						fifo_rd <= 0;
					end
				end else begin
					if(fifo_rdata==8'h3d) begin  
						state<=S3; 
						op_cnt <= 0; 
				  	t_len <= op_cnt;
					end else begin
						if(op_cnt>3) begin  
							state<=S4;       
						end else begin   
							t_tmp <= {fifo_rdata,t_tmp[31:8]};  
						end
					end
			end
		end
		S3: begin
			fifo_rd <= 1;
			if(fifo_rdata == SMARK) begin  
				fifo_rd <= 0;
				v_len <= op_cnt;
				state<=S1;  
				out1_valid <= 1;  
			end else begin
				if(op_cnt > 15) begin   
					out1_valid <= 1;  
					v_len <= op_cnt;
					state<=S4;  
				end else begin   
					v_tmp <= {fifo_rdata,v_tmp[127:8]}; 
				end
			end
			end
		S4: begin
			fifo_rd <= 1;
			if(fifo_rdata == SMARK) begin  
				state <= S1; 
				fifo_rd <= 0;
			end
			end
		default: state<=S1;
		endcase
	end
end
	assign out1_tag = t_conv(t_tmp,t_len);
	assign out1_value = v_conv(v_tmp,v_len);
	function [31:0] t_conv;
		input [31:0] in;
		input [6:0] len;
		case(len)
			7'b0000001: t_conv = in >> 3*8;
			7'b0000010: t_conv = in >> 2*8;
			7'b0000011: t_conv = in >> 1*8;
				 default: t_conv = in >> 0*8;
		endcase
	endfunction
	function [127:0] v_conv;
		input [127:0] in;
		input [6:0] len;
		case(len)
			7'b0000001: v_conv = in >> 15*8;
			7'b0000010: v_conv = in >> 14*8;
			7'b0000011: v_conv = in >> 13*8;
			7'b0000100: v_conv = in >> 12*8;
			7'b0000101: v_conv = in >> 11*8;
			7'b0000110: v_conv = in >> 10*8;
			7'b0000111: v_conv = in >>  9*8;
			7'b0001000: v_conv = in >>  8*8;
			7'b0001001: v_conv = in >>  7*8;
			7'b0001010: v_conv = in >>  6*8;
			7'b0001011: v_conv = in >>  5*8;
			7'b0001100: v_conv = in >>  4*8;
			7'b0001101: v_conv = in >>  3*8;
			7'b0001110: v_conv = in >>  2*8;
			7'b0001111: v_conv = in >>  1*8;
				 default: v_conv = in >>  0*8;
		endcase
	endfunction
endmodule
File: ./run.sh
#!/bin/bash
# OpenROAD 26Q1-2900-gdf79404cd8, Yosys 0.63+post, stock flow scripts
make -C /OpenROAD-flow-scripts/flow DESIGN_CONFIG=/design/flow/config.mk WORK_HOME=/design/flow/orfs finish
File: ./config.mk
export PLATFORM = sky130hd
export DESIGN_NAME = parser
export DESIGN_NICKNAME = parser
export VERILOG_FILES = /design/flow/design.v
export SDC_FILE = /design/flow/constraint.sdc
export NUM_CORES = 4
export LEC_CHECK = 1
export CORE_UTILIZATION = 30
File: ./constraint.sdc
current_design parser

set clk_period 42.5
set clk_io_pct 0.2

create_clock -name clk0 -period $clk_period [get_ports {clk}]

set non_clock_inputs [all_inputs -no_clocks]
set_input_delay [expr $clk_period * $clk_io_pct] -clock clk0 $non_clock_inputs
set_output_delay [expr $clk_period * $clk_io_pct] -clock clk0 [all_outputs]
==> insert_results.sql <==
-- metrics for the results database
INSERT INTO impl_metrics (metric_group, metric, value, unit) VALUES
('floorplan', 'die_area', '0.317', 'mm²'),
('global_routing', 'grt_pass1_vias', '56500', ''),
('logic_synthesis', 'synth_warnings', '162', ''),
('global_routing', 'antenna_found_initial', '10', ''),
('clock_tree', 'setup_fix_bufs_post_cts', '0', ''),
('clock_tree', 'cts_made_buffers', '218', ''),
('logic_synthesis', 'flops_latches_synth', '2258', ''),
('timing', 'hold_viol', '0', ''),
('clock_tree', 'cts_tree', 'yes', ''),
('place', 'portBuffers', '231', ''),
('place', 'detailedPlacementHpwl', '162', 'mm'),
('timing', 'slew_viol_final', '0', ''),
('layout', 'utilization', '34.6', '%'),
('logic_synthesis', 'fa_ha_area_share', '0.132', '%'),
('logic_synthesis', 'yosys-top-cells-area', 'sky130_fd_sc_hd__edfxtp_1 65%, sky130_fd_sc_hd__mux4_2 10%, sky130_fd_sc_hd__dfxtp_1 4.4%, sky130_fd_sc_hd__mux2i_1 2.3%, sky130_fd_sc_hd__a22o_1 2.3%', ''),
('clock_tree', 'clkSinkCount', '2258', ''),
('setup_path', 'cp.arrival', '5340', 'ps'),
('timing', 'timing.final.setup_violations', '0', ''),
('floorplan', 'die_boundary_height', '563', 'µm'),
('logic_synthesis', 'mux_share', '13.8', '%'),
('layout', 'mostFrequentLayoutCells', '2050 x sky130_fd_sc_hd__edfxtp_1, 427 x sky130_fd_sc_hd__mux4_2, 269 x sky130_fd_sc_hd__nand2_1, 247 x sky130_fd_sc_hd__a22o_1, 246 x sky130_fd_sc_hd__buf_4', ''),
('logic_synthesis', 'ys_async_sr_fraction', '0', '%'),
('logic_synthesis', 'synthFlopType', 'sky130_fd_sc_hd__edfxtp_1', ''),
('logic_synthesis', 'netlist_instances', '5505', ''),
('layout', 'area_delta_synth_final', '14.3', '%'),
('logic_synthesis', 'flip_flops_with_a_built_in_enable', '2050', ''),
('logic_synthesis', 'yosys_area', '0.0944', 'mm²'),
('place', 'globalplace.congestion', '0.911', ''),
('routing', 'detail_route.drc_violations', '0', ''),
('layout', 'layout_top_cell', 'sky130_fd_sc_hd__edfxtp_1', ''),
('timing', 'fin_crit', '13840', 'ps'),
('clock_tree', 'ctsLongestPathBuffers', '4', ''),
('global_routing', 'total_gr_overflow', '0', ''),
('job', 'max_capacitance_violation_total', '0', ''),
('logic_synthesis', 'synthDistinctLibCells', '88', ''),
('hold_path', 'hold_class', 'flip-flop to flip-flop', ''),
('setup_path', 'classification_of_the_worst_setup_path', 'flip-flop to output port', ''),
('floorplan', 'num_rows', '205', ''),
('clock_tree', 'ctsRootBufferMaster', 'sky130_fd_sc_hd__clkbuf_16', ''),
('layout', 'final.fill_count', '28900', ''),
('routing', 'dr_total_vias', '53600', ''),
('timing', 'slew-limit-headroom', '8.82', '%'),
('power', 'power.density_cell_area', '44.5', 'mW/mm²'),
('layout', 'multiInputGateArea', '0.0260', 'mm²'),
('clock_tree', 'cts.reportedPaths.clkPinSlew', '60', 'ps'),
('floorplan', 'boundary_pins', '394', ''),
('logic_synthesis', 'basic_gate_share_of_the_synthesized_area_counting_and_or_nand_and_nor_cells', '4.14', '%'),
('power', 'vdd_ir_max', '35.1', 'µV'),
('floorplan', 'core_area', '0.312', 'mm²'),
('routing', 'drt_first_iter_violations', '4680', ''),
('timing', 'fmaxAchievable', '0.0723', 'GHz'),
('logic_synthesis', 'synth_area', '0.0944', 'mm²'),
('setup_path', 'crit_path_drt', '34000', 'ps'),
('clock_tree', 'htree_num_levels', '4', ''),
('clock_tree', 'number_of_hold_buffers_added_after_cts', '0', ''),
('clock_tree', 'clock_latency', '900', 'ps'),
('power', 'sum_of_internal_switching_and_leakage_power', '4.80', 'mW'),
('run_status', 'run_status', 'completed', ''),
('logic_synthesis', 'synth-seq-area-share', '69.6', '%'),
('layout', 'layout-drive-gt1-share', '19.2', '%'),
('logic_synthesis', 'post_synth_main_logic_family', 'multiplexers', ''),
('setup_path', 'critical_path.max_fanout', '56', ''),
('routing', 'vias_per_cell', '5.31', ''),
('logic_synthesis', 'yosysTopAreaCell', 'sky130_fd_sc_hd__edfxtp_1', ''),
('setup_path', 'critical_path_sink_type', 'output port', ''),
('routing', 'drtAntennaViolNets', '0', ''),
('timing', 'grt_setup_unrepaired', 'false', ''),
('logic_synthesis', 'synthesis.area_per_instance', '17.2', 'µm²'),
('job', 'warning_count', '29', ''),
('logic_synthesis', 'post_synth_ao_oa_area_fraction', '8.33', '%'),
('floorplan', 'die-width', '563', 'µm');
[worst max-delay path: stages, from the launching register on]
cell and delay (ps):
sky130_fd_sc_hd__dfxtp_4 740, sky130_fd_sc_hd__buf_4 650, sky130_fd_sc_hd__nand2_1 390, sky130_fd_sc_hd__nor2_2 870, sky130_fd_sc_hd__buf_4 480, sky130_fd_sc_hd__a21oi_1 110, sky130_fd_sc_hd__and4_1 240, sky130_fd_sc_hd__a31oi_1 410
sky130_fd_sc_hd__clkdlybuf4s50_1 600
[Yosys cell counts (all sizes together) (24+ instances only)]
cell / n
edfxtp: 2050
mux4: 442
buf: 373
nand2: 270
a22o: 247
clkbuf: 222
mux2i: 218
dfxtp: 208
a22oi: 200
nor2: 172
a21oi: 128
o21ai: 122
and2: 88
a221oi: 80
mux2: 72
nand3: 60
o22ai: 59
a31oi: 55
nor2b: 55
nor3: 34
a211oi: 33
a222oi: 29
nand4: 24
[final timing paths]
check                                           start                     to  slack [ps]  cells past startpoint
worst min-delay path            v_tmp[7]$_SDFFE_PP0P_  v_tmp[7]$_SDFFE_PP0P_         480                      1
worst min register to register  v_tmp[7]$_SDFFE_PP0P_  v_tmp[7]$_SDFFE_PP0P_         480                      1
worst max register to register              flip-flop  v_tmp[0]$_SDFFE_PP0P_       34930                     16
worst max-delay path            v_len[0]$_SDFFE_PP0P_          out1_value[2]       28660                      8
[logic make-up after synthesis]
family / count (synthesis)
fa+ha+maj: 10
mux: 732
xor+xnor: 17
compound gates: 1065
buf+inv: 617
flops: 2258
other cells: 1
simple gates: 805
[stage by stage]
stage | cells | area [µm²] | worst slack, ps
global placement | 9691 | 101000 | 29690
floorplan | 5665 | 95000 | 30100
finish | 10100 | 108000 | 28660
global route | 10100 | 108000 | 28500
detailed placement | 9691 | 101000 | 29670
CTS | 10100 | 108000 | 28810
[report_power, final]
group	internal [mW]	leakage, nW	switching [mW]
clock	1.03	3.28	0.826
sequential	2.44	20.3	0.0162
combinational	0.197	9.78	0.288
[registers in the layout, indices dropped and copies added (netlist names), named ones only]
signal,cells
rd_cnt,9
m,2048
v_len,7
out1_valid,1
op_cnt,7
v_tmp,128
wr_cnt,6
t_len,7
state,4
fifo_rd,1
t_tmp,32
[layer usage]
layer	share of wire [%]	GRT usage (%)
met2	44	26.1
met4	3.1	4.69
met5	0.21	1.02
met3	20	15.8
met1	33	20.3
[final cells by class]
cell class / instances / area share (%)
diodes: 5 / 0.0116
clock buffers: 265 / 5.26
clock inverters: 125 / 0.953
inverters: 22 / 0.0776
multi-input cells: 2790 / 24.1
flip-flops and latches: 2258 / 60.9
well taps: 4140 / 4.80
repair buffers: 481 / 3.92
Power and IR drop assume default switching activity.
